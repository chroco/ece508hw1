--- flow/design.v ---
module bcd_adder (
	input logic	  [3:0]	X, Y,
	input logic         c_in,
	output logic        c_out,
	output logic	[7:0]	result,
	output logic  			out_of_range
);
logic C0, C1, adjust, gt0, gt1, gt2, eq0, eq1, eq2; 
logic [3:0] sum1, sum2, muxout;
compare comp0 (.gt(gt0), .eq(eq0), .a(X[3:0]), .b(4'b1001));
compare comp1 (.gt(gt1), .eq(eq1), .a(Y[3:0]), .b(4'b1001));
or or0 (out_of_range, gt0, gt1);  
fulladd4 fulladd4_1 (  
  .s(sum1[3:0]), 
  .c_out(C0), 
  .a(X[3:0]), 
  .b(Y[3:0]), 
  .c_in(c_in)
);
compare comp3 (.gt(gt2), .eq(eq2), .a(sum1[3:0]), .b(4'b1001));
or or1 (adjust, C0, gt2);
mux2to1_nbits mux (
  .out(muxout[3:0]), 
  .sel(adjust),
  .a(4'b0110), 
  .b(4'b0000)
);
fulladd4 fulladd4_2 (
  .s(sum2[3:0]), 
  .c_out(C1), 
  .a(muxout[3:0]), 
  .b(sum1[3:0]), 
  .c_in(C0)
);
or or2(c_out, C1, C0);  
assign result[7:0] = {3'b000, c_out, sum2[3:0]};
endmodule: bcd_adder
module compare
#(
	parameter SIZE = 4
)
(
	input logic	[SIZE-1:0] a,	 
	input logic	[SIZE-1:0] b,	 
	output logic			  	 gt,	 
	output logic			  	 eq 	 
);
assign gt = a > b;
assign eq = a == b;
endmodule: compare
module fulladd (
	input logic		a, b,
	input logic		ci,
	output logic	s,
	output logic	co
);
logic xor0out, and0out, and1out, notOut;
xor 
  xor0 (xor0out, a, b),
  xor1 (s, ci, xor0out);
and 
  and0 (and0out, ci, xor0out),
  and1 (and1out, b, not0out);
not 
  not0 (not0out, xor0out);
or
  or0 (co, and0out, and1out);
endmodule: fulladd
module fulladd4 (
	input logic  [3:0] a, b,
	input logic				 c_in,
	output logic [3:0] s,
	output logic		   c_out
);
logic C1, C2, C3;
fulladd fulladd0 (.s(s[0]),    .co(C1), .b(b[0]), .a(a[0]), .ci(c_in));
fulladd fulladd1 (.s(s[1]),    .co(C2), .b(b[1]), .a(a[1]), .ci(C1));
fulladd fulladd2 (.s(s[2]),    .co(C3), .b(b[2]), .a(a[2]), .ci(C2));
fulladd fulladd3 (.s(s[3]), .co(c_out), .b(b[3]), .a(a[3]), .ci(C3));
endmodule: fulladd4
module mux2to1_nbits
#(
	parameter SIZE = 4
)
(
	input logic	[SIZE-1:0] a, 	 
	input logic	[SIZE-1:0] b, 	 
	input logic					   sel,  
	output logic [SIZE-1:0] out	 
);
assign out = sel ? a : b;
endmodule: mux2to1_nbits
--- flow/run.sh ---
#!/bin/bash
# OpenROAD 26Q1-2900-gdf79404cd8, Yosys 0.63+post, stock flow scripts
make -C /OpenROAD-flow-scripts/flow DESIGN_CONFIG=/design/flow/config.mk WORK_HOME=/design/flow/orfs finish
--- flow/config.mk ---
export PLATFORM = sky130hd
export DESIGN_NAME = bcd_adder
export DESIGN_NICKNAME = bcd_adder
export VERILOG_FILES = /design/flow/design.v
export SDC_FILE = /design/flow/constraint.sdc
export NUM_CORES = 4
export LEC_CHECK = 1
export CORE_AREA = 10 10 70 70
export DIE_AREA = 0 0 80 80
--- flow/constraint.sdc ---
current_design bcd_adder

set clk_period 8.3
set clk_io_pct 0.2

create_clock -name clk0 -period $clk_period

set non_clock_inputs [all_inputs -no_clocks]
set_input_delay [expr $clk_period * $clk_io_pct] -clock clk0 $non_clock_inputs
set_output_delay [expr $clk_period * $clk_io_pct] -clock clk0 [all_outputs]
==> flow_summary.yaml <==
# yosys + openroad results
synth:
  topCellsByArea: "xnor2_1 (21%), buf_4 (16%), a221oi_4 (7.0%)"
  netlist_instances: 49
  synth_area_sq_um: 378
  synth_stat.cells: 49
  ys_seq_share_pct: 0
  top_area_cell: "xnor2_1"
  post-synth-top-area-fraction_pct: 20.9
  ys_area_sq_um: 378
  ys_warn_count: 1
  postSynthAreaPerCell_sq_um: 7.71
  synth_cell_types: 23
detailed_routing:
  drtIter0Drc: 7
  postRouteAntennaNets: 0
  vias: 342
  routed_via_density: 3.26
  antennaDiodeCount: 0
  drt_wl_total_um: 855
  drc: 0
  first_pass_iters: 4
  wl_per_cell_um: 8.14
global_route:
  busiest_layer: "met2"
  grt_overflow_total: 0
  grt_pass1_wl_um: 1460
  grt_max_degree: 8
  grt_usage_pct: 2.54
  grt_pass1_vias: 345
  antenna_found_initial: 0
  grt_use_met2_pct: 3.85
  gr-usage-met3_pct: 0.568
  met1_usage_pct: 3.76
cells_and_area:
  nClkBuffers: 0
  seq_cells: 0
  fin_util_pct: 15.9
  syn2layout_area_growth_pct: 43.7
  seq_area_sq_um: 0
  drive_gt1_share_pct: 11.9
power:
  leakage_nw: 0.177
  seq_power_share_pct: 0
  power.share.switching_pct: 37.0
  p_clk_share_pct: 0
  powerDensity_nw_per_um2: 105
  p_sw_mw: 0.0210
  p_comb_share_pct: 100.0
  internal-power_mw: 0.0358
  irDropWorstVdd_mv: 0.0293
hold_path:
  min_delay_path_depth: 4
  hp-start: "X[1]"
  hold_class: "in2out"
  min_to: "out_of_range"
final_timing:
  rsz0062_at_grt: "no"
  finalSetupTns_ns: 0
  fin_crit_ns: 6.31
  fin_crit_sh_pct: 76.0
  fmax_mhz: 159
  setup_violations: 0
  timing.final.ws_setup_ns: 1.99
  drv_slew: 0
  finalHoldViolCount: 0
place:
  portBuffers: 16
  dp_hpwl_um: 785
  dp_slack_ns: 1.98
  gp_congestion: 0.734
worst_setup_path:
  crit_fanout: 7
  worstPathArrival_ns: 4.65
  worstPathRequired_ns: 6.64
  crit_slowest_cell: "clkdlybuf4s50_1"
  slowest_delay_ns: 0.44
  path_class: "in2out"
  path_cells: "clkdlybuf4s50_1 > maj3_2 > a221oi_4 > nor2_2 > maj3_2 > ha_1 > o22a_1 > ha_1 > or2_2 > clkdlybuf4s50_1"
  cp-end-kind: "output port"
  startpoint_type: "input port"
clock_tree:
  postCtsSetupBuffers: 0
  ctsResizeCount: 0
  cts_hold_buf: 0
die:
  top_level_ports: 19
  die_x_um: 80
  row_count: 21
  coreArea_sq_um: 3420
  die_area_sq_um: 6400
  die_y_um: 80
  fp-utilization_pct: 11.1
flow_run:
  maxCapViolCount: 0
  warning_count: 32
run_status:
  status: "completed"
kinds of logic after synthesis:
family,count (synthesis),synth area share (%)
simple gates,13,18.2
buf+inv,9,16.9
other cells,1,0.992
fa+ha+maj,5,15.2
compound gates,11,24.8
xor+xnor,9,20.9
mux,1,2.98
worst max path at each step:
stage                 start    end  slack, ns  depth (start not counted)
after global routing   X[0]  c_out       1.85                         10
after CTS              X[0]  c_out       1.98                         10
final                  X[0]  c_out       1.99                         10
critical path, delay by kind of cell:
| kind | cells | cell delay (ns) |
|---|---|---|
| AND-OR/OR-AND | 2 | 0.54 |
| adder cells (fa/ha/maj) | 4 | 1.20 |
| buffers and inverters | 2 | 0.85 |
| AND/OR/NAND/NOR | 2 | 0.39 |
synth_stat cells:
| master | n |
|---|---|
| o21ai_0 | 3 |
| o22a_1 | 2 |
| buf_4 | 8 |
| o31ai_1 | 3 |
| nor3_1 | 1 |
| nor3b_1 | 1 |
| nor2_1 | 2 |
| maj3_1 | 1 |
| a21oi_1 | 1 |
| mux2_2 | 1 |
| ha_1 | 2 |
| nor2_2 | 1 |
| nand2_1 | 3 |
| maj3_2 | 2 |
| and2_1 | 1 |
| or4_1 | 1 |
| nand3_1 | 1 |
| conb_1 | 1 |
| o211ai_1 | 1 |
| a221oi_4 | 1 |
| or2_2 | 2 |
| inv_1 | 1 |
| xnor2_1 | 9 |
power groups by stage:
stage	registers, mW	clock network [mW]	logic [mW]
after global routing	0	0	0.0643
after CTS	0	0	0.0586
final	0	0	0.0568
final cells by class:
class              count  area (sq um)
multi-input cells     42           322
well taps             46          57.6
repair buffers        16           160
fillers              404          2870
inverters              1          3.75
layer usage:
metal	share of wire, %	vias to the layer above
li1	-	185
met1	52	148
met2	43	9
met3	5.5	0
met4	0	0
met5	0	-
cells in the final DEF, fill, tap and decap left out:
cell	Yosys	layout
o211ai_1	1	1
nor2_1	2	2
or2_2	2	2
a221oi_4	1	1
clkdlybuf4s50_1	0	16
xnor2_1	9	9
nand3_1	1	1
nor2_2	1	1
nor3_1	1	1
nor3b_1	1	1
or4_1	1	1
inv_1	1	1
a21oi_1	1	1
maj3_2	2	2
o31ai_1	3	3
o22a_1	2	2
maj3_1	1	1
conb_1	1	3
ha_1	2	2
o21ai_0	3	3
mux2_2	1	1
and2_1	1	1
nand2_1	3	3
metrics by stage:
stage | instances | instance area (sq um) | power, mW | hold WS [ns]
floorplan | 51 | 385 | 0.0397 | 3.40
global placement | 105 | 543 | 0.0577 | 4.40
detailed placement | 105 | 543 | 0.0584 | 4.40
CTS | 105 | 543 | 0.0586 | 4.41
global route | 105 | 543 | 0.0643 | 4.45
finish | 105 | 543 | 0.0568 | 4.39
No activity file was given, so power comes from the tool's default toggle rates.
